File: /design/flow/run.sh
#!/bin/bash
# OpenROAD 26Q1-2900-gdf79404cd8, Yosys 0.63+post, stock flow scripts
make -C /OpenROAD-flow-scripts/flow DESIGN_CONFIG=/design/flow/config.mk WORK_HOME=/design/flow/orfs finish
File: /design/flow/config.mk
export PLATFORM = sky130hd
export DESIGN_NAME = DigitalClock_12HrFormat
export DESIGN_NICKNAME = DigitalClock_12HrFormat
export VERILOG_FILES = /design/flow/design.v
export SDC_FILE = /design/flow/constraint.sdc
export NUM_CORES = 4
export LEC_CHECK = 1
export CORE_UTILIZATION = 30
File: /design/flow/constraint.sdc
current_design DigitalClock_12HrFormat

set clk_period 5.5
set clk_io_pct 0.2

create_clock -name clk0 -period $clk_period [get_ports {clk}]

set non_clock_inputs [all_inputs -no_clocks]
set_input_delay [expr $clk_period * $clk_io_pct] -clock clk0 $non_clock_inputs
set_output_delay [expr $clk_period * $clk_io_pct] -clock clk0 [all_outputs]
File: /design/flow/design.v
`timescale 1ns / 1ps
module DigitalClock_12HrFormat(
    input clk,  
    input center, 
    input right, 
    input left,  
    input up,  
    input down,  
    output [6:0] seg,   
    output [3:0] an,   
    output AMPM_indicator_led,  
    output clock_mode_indicator_led   
);
reg [31:0] counter = 0; 
parameter max_count = 100_000_000; 
reg [5:0] hrs, min, sec = 0;  
reg [3:0] min_ones, min_tens, hrs_ones, hrs_tens = 0;  
reg toggle = 0;  
reg pm = 0;  
assign AMPM_indicator_led = pm;
reg clock_mode = 0;
assign clock_mode_indicator_led = clock_mode;  
Seven_Segment_Module SSM(clk, min_ones, min_tens, hrs_ones, hrs_tens , seg, an);
parameter display_time = 1'b0;
parameter set_time = 1'b1;
reg current_mode = set_time;
always @(posedge clk) begin
    case(current_mode)
        display_time: begin  
            if (center) begin  
                clock_mode <= 0;
                current_mode <= set_time;
                counter <= 0;
                toggle <= 0;
                sec <= 0;
            end
            if (counter < max_count) begin  
                counter <= counter + 1;
            end else begin
                counter <= 0;
                sec <= sec + 1;
            end
        end
   set_time: begin
    if (center) begin  
        clock_mode <= 1;
        current_mode <= display_time;
    end
    if (counter < (25_000_000)) begin  
        counter <= counter + 1;
    end else begin
        counter <= 0;
        case (toggle)
            1'b0: begin  
                if (up) begin  
                    min <= min + 1;
                end
                if (down) begin  
                    if (min > 0) begin
                        min <= min - 1;
                    end else if (hrs > 1) begin
                        hrs <= hrs - 1;
                        min <= 59;
                    end else if (hrs == 1) begin
                        hrs <= 12;
                        min <= 59;
                    end
                end
               if (left || right) begin  
                    toggle <= 1;
               end
            end 
            1'b1: begin  
                if (up) begin  
                    hrs <= hrs + 1;
                end
                if (down) begin  
                    if (hrs > 1) begin
                        hrs <= hrs - 1;
                    end else if (hrs == 1) begin
                        hrs <= 12;
                    end
                end
                if (right || left) begin  
                    toggle <= 0;
                end
             end   
        endcase
        end
     end    
   endcase  
if (sec >= 60) begin  
    sec <= 0;
    min <= min + 1;
end
if (min >= 60) begin  
    min <= 0;
    hrs <= hrs + 1;
end
if (hrs >= 24) begin  
    hrs <= 0;
end
else begin
    min_ones <= min % 10;  
    min_tens <= min / 10;  
    if (hrs < 12) begin
        if (hrs == 0) begin  
            hrs_ones <= 2;
            hrs_tens <= 1;
        end else begin
            hrs_ones<=hrs%10; 
            hrs_tens<=hrs/10;
        end
        pm<=0;
    end else begin 
        if(hrs==12) begin 
            hrs_ones<=2;
            hrs_tens<=1;
        end else begin  
            hrs_ones<=(hrs-12)%10;  
            hrs_tens<=(hrs-12)/10;  
        end
        pm<=1;
     end                       
   end
 end   
 endmodule
`timescale 1ns / 1ps
module Seven_Segment_Module(  
    input clk,  
    input [3:0] min_ones, 
    input [3:0] min_tens,
    input [3:0] hrs_ones,
    input [3:0] hrs_tens,
    output reg [6:0] seg,
    output reg [3:0] an
);
reg [1:0] digit_display = 0;  
reg [6:0] display [3:0];
reg [18:0] counter = 0;
parameter max_count = 500_000;  
wire [3:0] four_bit [3:0]; 
assign four_bit[0] = min_ones;
assign four_bit[1] = min_tens;
assign four_bit[2] = hrs_ones;
assign four_bit[3] = hrs_tens;
always @(posedge clk) begin       
    if (counter < max_count) begin
        counter = counter+1;
    end else begin
        digit_display <= digit_display + 1;
        counter <= 0;
    end
case(four_bit[digit_display])
    4'b0000: display[digit_display] <= 7'b1000000;  
    4'b0001: display[digit_display] <= 7'b1111001;  
    4'b0010: display[digit_display] <= 7'b0100100;  
    4'b0011: display[digit_display] <= 7'b0110000;  
    4'b0100: display[digit_display] <= 7'b0011001;  
    4'b0101: display[digit_display] <= 7'b0010010;  
    4'b0110: display[digit_display] <= 7'b0000010;  
    4'b0111: display[digit_display] <= 7'b1111000;  
    4'b1000: display[digit_display] <= 7'b0000000;  
    4'b1001: display[digit_display] <= 7'b0010000;  
    4'b1010: display[digit_display] <= 7'b0001000;  
    4'b1011: display[digit_display] <= 7'b0000011;  
    4'b1100: display[digit_display] <= 7'b1000110;  
    4'b1101: display[digit_display] <= 7'b0100001;  
    4'b1110: display[digit_display] <= 7'b0000110;  
    default: display[digit_display] <= 7'b0001110;  
endcase
case(digit_display)  
    0: begin
        an <= 4'b1110;
        seg <= display[0];
    end
    1: begin
        an <= 4'b1101;
        seg <= display[1];
    end
    2: begin
        an <= 4'b1011;
        seg <= display[2];
    end
    3: begin
        an <= 4'b0111;
        seg <= display[3];
    end
endcase
end  
endmodule
==> run notes <==
Results of the implementation run.

The post-route core utilization came out at about a third. The die width is 156 um. Counting flops with an async set or reset pin after synthesis yields a share of 0%. The share of cells above drive strength 1 came out at under 10%. The synthesized netlist has a Yosys-reported chip area of ~7000 um2. Looking at the clock tree report, the root buffer type is sky130_fd_sc_hd__clkbuf_16. The max-capacitance violation count is 0. Hold analysis shows the worst path with a depth of 1. TritonRoute output was used to compute an average wire per cell of ~13 um. The stage-log warning count is 40.

The total wire length after detailed routing came out at 14,400 um. The final clock skew is 9.01 ps. The critical path goes through ha_1, nor2_1, o211a_1, o21ai_1, and2_1, xnor2_1, ha_1, inv_1, o211ai_1, nor2_1, o31ai_1. The slowest stage of the critical path belongs to the cell sky130_fd_sc_hd__ha_1. The smallest clock period supported by the final layout is computed as 3530 ps. The hold buffer count at CTS came out at 0. At the pin with the least slew margin, the transition time is a little over 900 ps. The synthesized design devotes to its leading area cell type 22.7% of total area.

The average via count per standard cell came out at about 4.9. Counting along the longest clock path gives a buffer depth of 2. Per the detail_route report, the via count comes to roughly 5,700. Setup repair after global routing left no endpoint under its margin. The total global routing track utilization came out at 12.4%.

The mapped cell area is 7150 um2. The post-synthesis cell type with the largest combined area is sky130_fd_sc_hd__dfxtp_1. The number of levels the H-tree was split into came out at 4. The flow ran to the end, and the final reports show no timing, DRC or antenna violations.

After the first detailed-routing iteration, the DRC count stood at 482. The number of CTS-inserted buffers came out at 17. The required time reported for the critical path endpoint came out at roughly 5700 ps. The count of cell types in the netlist is roughly 81.

The first global-routing pass estimated 24,500 um of wire. The final number of hold-violating endpoints is 0. The remaining number of nets flagged by the antenna check after routing came out at 0. The worst-skew pair later-pin latency came out at between 400 and 500 ps. The leakage component of the power came out at 2.98 nW. The via count of the first global-routing pass came out at 5,124. The largest driver fanout on the critical path is 27. The number of cell instances on the worst register-to-register path came out at 11. Buffers added to address setup during post-CTS repair amount to 0. The final antenna diode count is 0. The register share after synthesis is 42.8%.

The clock drives 129 sinks. The critical path class is reg2reg. The number of iterations in the first detailed-routing pass came out at 5. The DRC violation total left in the routed layout is recorded as 0. The final setup violation count came out at 0. The count of buffering cells on the critical path with inverters included is 1.

The number of standard cells reported by yosys came out at around 810. The post-synth tally of flip-flops with integrated enable is 48. The post-cts repair resize count came out at 0. In this run the number of cells on the critical path is 11. The global route stage reports its total congestion overflow as 0.

The timing report gives the biggest stage delay along the critical path as approximately 880 ps. The half-perimeter wire length after detailed placement came out at about 9500 um. The synthesized netlist cell count is 806. The count of input and output buffers is 18.

The number of warnings printed during yosys synthesis came out at 2. The average cell area after synthesis is 8.87 um2. The maximum number of pins on one net before global-route repair is 28.

Per the synth stats, the flop cell with the highest instance count is sky130_fd_sc_hd__dfxtp_1. The floorplan utilization came out at 30.5%. The worst setup margin is 1970 ps. TritonCTS built the clock tree. In the post-synthesis netlist, the biggest area contributors are sky130_fd_sc_hd__dfxtp_1 (23%), sky130_fd_sc_hd__edfxtp_1 (20%), sky130_fd_sc_hd__nor2_1 (5.1%).

The final-layout setup total negative slack is 0 ps. Grouping stages by cell kind, the critical path spends the most delay in adder cells. The core area is 23,400 um2.

The number of antenna violations at the first check in global routing came out at 0. For the worst setup path, the data arrival time is 3770 ps. On the reported timing paths, the clock transition at the registers reads ~60 ps.

Of the available clock period, the critical path in the final layout requires about 64%. The launching element type of the critical path is a flop. After its last routability iteration, the placer logged a weighted congestion of 0.870.

The worst VDD IR drop from the latest analysis is 0.000212 V. The floorplan row count came out at 56. The setup slack at placement came out at 2040 ps. In this run the tightest slew margin relative to its limit is 39.6%. Per the final report, max-transition violations number 0. The script computed a power per unit cell area of about 520 nW/um2. The worst hold slack across all endpoints is between 400 and 500 ps. The die height came out at roughly 160 um. The type recorded for the worst min-delay path is reg2reg. The endpoint kind of the worst setup timing path is a flop. The synthesized flop and latch total is between 100 and 150.

The upper clock frequency limit is 284 MHz. The die outline area came out at roughly 24,000 um2. The number of I/O pins is 19. The area added between synthesis and finish is 15.2%.
[metal layers]
| metal | share of wire [%] | wire, um | track usage (%) |
|---|---|---|---|
| met5 | 0 | 0 | 0 |
| met4 | 1.3 | 192 | 1.87 |
| met3 | 5.2 | 753 | 2.93 |
| met2 | 43 | 6220 | 18.2 |
| met1 | 50 | 7190 | 19.1 |
[cell families (layout without fill, tap and decap cells)]
kind of cell	after synthesis	in the layout	share of synthesized area (%)
AOI/OAI and AO/OA	214	214	20.4
xor gates and xnor gates	46	46	5.64
adders and majority gates	28	28	4.90
buffers and inverters	73	90	4.43
DFF	129	129	42.8
muxes	5	5	0.735
other	1	6	0.0525
and+or+nand+nor	310	310	21.0
[Yosys cell counts, types with 21 or more instances]
cell type and instances:
sky130_fd_sc_hd__edfxtp_1 48, sky130_fd_sc_hd__nand3_1 37, sky130_fd_sc_hd__ha_1 28, sky130_fd_sc_hd__dfxtp_1 81, sky130_fd_sc_hd__clkbuf_1 26, sky130_fd_sc_hd__a21oi_1 65
sky130_fd_sc_hd__inv_1 30, sky130_fd_sc_hd__xor2_1 25, sky130_fd_sc_hd__xnor2_1 21, sky130_fd_sc_hd__nand2_1 65, sky130_fd_sc_hd__nor2_1 98, sky130_fd_sc_hd__o21ai_0 35
[final cells by class]
cell class | count | area, um2
Clock buffer | 17 | 425
Sequential cell | 129 | 3060
Fill cell | 2360 | 15200
Tap cell | 319 | 399
Inverter | 31 | 116
Multi-Input combinational cell | 609 | 3790
Timing Repair Buffer | 27 | 248
Clock inverter | 15 | 198
[worst register-to-register path, stage by stage, from the launching register on]
cell and delay [ps]:
sky130_fd_sc_hd__dfxtp_1 730, sky130_fd_sc_hd__ha_1 880, sky130_fd_sc_hd__nor2_1 190, sky130_fd_sc_hd__o211a_1 270, sky130_fd_sc_hd__o21ai_1 220, sky130_fd_sc_hd__and2_1 200, sky130_fd_sc_hd__xnor2_1 150, sky130_fd_sc_hd__ha_1 220
sky130_fd_sc_hd__inv_1 70, sky130_fd_sc_hd__o211ai_1 160, sky130_fd_sc_hd__nor2_1 60, sky130_fd_sc_hd__o31ai_1 210
[state kept, by name, indices dropped and copies added (netlist names), 2 cells and up]
| signal | count |
|---|---|
| min_ones | 4 |
| counter | 32 |
| hrs_tens | 4 |
| SSM.seg | 7 |
| SSM.counter | 19 |
| sec | 6 |
| SSM.an | 4 |
| SSM.digit_display | 2 |
| min | 6 |
| hrs_ones | 4 |
| min_tens | 3 |
| SSM.display | 28 |
| hrs | 6 |
[power by group]
group / total [mW] / internal, mW / switching (mW)
Sequential: 1.40 / 1.22 / 0.180
Clock: 1.17 / 0.727 / 0.448
Combinational: 1.67 / 0.679 / 0.996
[final timing paths]
| path | from | endpoint | slack (ps) |
|---|---|---|---|
| worst min-delay path | SSM.counter[0] | SSM.counter[0] | 470 |
| worst max-delay path | hrs[3] | hrs_ones[3] | 1970 |
| worst max register to register | hrs[3] | hrs_ones[3] | 1970 |
| worst min register to register | SSM.counter[0] | SSM.counter[0] | 470 |
[cell usage in the layout (no fill, tap or decap), types with 17 or more instances in the layout]
cell type / synthesis / layout
sky130_fd_sc_hd__nand2_1: 65 / 65
sky130_fd_sc_hd__inv_1: 30 / 30
sky130_fd_sc_hd__nor2_1: 98 / 98
sky130_fd_sc_hd__xnor2_1: 21 / 21
sky130_fd_sc_hd__nand3_1: 37 / 37
sky130_fd_sc_hd__xor2_1: 25 / 25
sky130_fd_sc_hd__dfxtp_1: 81 / 81
sky130_fd_sc_hd__edfxtp_1: 48 / 48
sky130_fd_sc_hd__o21ai_0: 35 / 35
sky130_fd_sc_hd__a21oi_1: 65 / 65
sky130_fd_sc_hd__clkdlybuf4s50_1: 0 / 18
sky130_fd_sc_hd__clkbuf_16: 0 / 17
sky130_fd_sc_hd__ha_1: 28 / 28
[per-stage QoR]
| step | instances | total power, mW | instance area (um2) |
|---|---|---|---|
| after floorplan | 811 | 2.73 | 7170 |
| after global placement | 1115 | 3.06 | 7610 |
| after detailed placement | 1115 | 3.06 | 7610 |
| after CTS | 1147 | 4.26 | 8240 |
| after global routing | 1147 | 4.56 | 8240 |
| final | 1147 | 4.25 | 8240 |
Power and IR drop assume default switching activity.
